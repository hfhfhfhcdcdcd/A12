$ cat ./run.sh
#!/bin/bash
# OpenROAD 26Q1-2900-gdf79404cd8, Yosys 0.63+post, stock flow scripts
make -C /OpenROAD-flow-scripts/flow DESIGN_CONFIG=/design/flow/config.mk WORK_HOME=/design/flow/orfs finish
$ cat ./config.mk
export PLATFORM = sky130hd
export DESIGN_NAME = recieve
export DESIGN_NICKNAME = recieve
export VERILOG_FILES = /design/flow/design.v
export SDC_FILE = /design/flow/constraint.sdc
export NUM_CORES = 4
export LEC_CHECK = 1
export CORE_UTILIZATION = 30
$ cat ./design.v
module recieve (
    input sysclk,
    input rst,
    input [2:0]Baud_set,
    input uart_rx,
    output reg [7:0]Data,
    output reg rx_done
    );
reg [1:0]uart_rx_buf; 
always@(posedge sysclk) begin
    uart_rx_buf[0]<=uart_rx;
    uart_rx_buf[1]<=uart_rx_buf[0];
end
wire pedge; 
wire nedge; 
assign nedge=(uart_rx_buf==2'b10);
assign pedge=(uart_rx_buf==2'b01);
reg [13:0]Baud_27; 
always @(posedge sysclk or negedge rst) begin
    if (!rst) begin
        Baud_27<=27; 
    end
    else case (Baud_set)
        0:Baud_27<=27;                  
        1:Baud_27<=325;                   
        2:Baud_27<=651;                    
        default:Baud_27<=27;              
    endcase
end
reg [9:0]Baud_cnt_27; 
always @(posedge sysclk or negedge rst) begin
    if (!rst) begin
        Baud_cnt_27<=0;
    end
    else if(En_rx) begin
        if (Baud_cnt_27==Baud_27-1) begin 
            Baud_cnt_27<=0;
        end
        else
            Baud_cnt_27<=Baud_cnt_27+1;
    end
    else 
        Baud_cnt_27<=0;
end
reg En_rx; 
always @(posedge sysclk or negedge rst) begin
    if (!rst) begin
        En_rx<=0;
    end
    else if (nedge) begin
        En_rx<=1;
    end
    else if (rx_done) begin 
        En_rx<=0;
    end
    else
        En_rx<=En_rx;
end
reg [7:0]cnt_16; 
always @(posedge sysclk or negedge rst) begin
    if (!rst) begin
        cnt_16<=0;
    end
    else if (En_rx) begin
        if (Baud_cnt_27==(Baud_27/2)-1) begin
            cnt_16<=cnt_16+1;
        end
        else if ((Baud_cnt_27==Baud_27-1)&&(cnt_16==159)) begin
            cnt_16<=0;
        end
        else
            cnt_16<=cnt_16;
    end
end
reg [2:0]r_data[7:0]; 
reg [2:0]sta_bit;
reg [2:0]sto_bit;
always @(posedge sysclk or negedge rst) begin
    if (!rst) begin
        sta_bit<=0;
        r_data[0]<=0;
        r_data[1]<=0;
        r_data[2]<=0;
        r_data[3]<=0;
        r_data[4]<=0;
        r_data[5]<=0;
        r_data[6]<=0;
        r_data[7]<=0;
        sto_bit<=0;
    end
    else if (Baud_cnt_27==(Baud_27/2)-1) begin  
        case (cnt_16)
            5,6,7,8,9:           begin sta_bit<=sta_bit+uart_rx;end  
            21,22,23,24,25:      begin r_data[0]<=r_data[0] + uart_rx ;end 
            37,38,39,40,41:      begin r_data[1]<=r_data[1] + uart_rx ;end 
            53,54,55,56,57:      begin r_data[2]<=r_data[2] + uart_rx ;end 
            69,70,71,72,73:      begin r_data[3]<=r_data[3] + uart_rx ;end 
            85,86,87,88,89:      begin r_data[4]<=r_data[4] + uart_rx ;end 
            101,102,103,104,105: begin r_data[5]<=r_data[5] + uart_rx ;end 
            117,118,119,120,121: begin r_data[6]<=r_data[6] + uart_rx ;end 
            133,134,135,136,137: begin r_data[7]<=r_data[7] + uart_rx ;end 
            149,150,151,152,153: begin sto_bit<=sto_bit+uart_rx; end 
            default: ; 
        endcase
    end
    else if ((Baud_cnt_27==Baud_27-1)&&(cnt_16==159)) begin
        sta_bit<=0;
        r_data[0]<=0;
        r_data[1]<=0;
        r_data[2]<=0;
        r_data[3]<=0;
        r_data[4]<=0;
        r_data[5]<=0;
        r_data[6]<=0;
        r_data[7]<=0;
        sto_bit<=0;
    end
end
always @(posedge sysclk or negedge rst) begin
    if (!rst) begin
        Data <= 8'd0;
    end
    else if(En_rx) begin 
        if ((Baud_cnt_27==Baud_27-1)&&(cnt_16==159)) begin
            Data[0] <= r_data[0]>=4?1:0;
            Data[1] <= r_data[1]>=4?1:0;
            Data[2] <= r_data[2]>=4?1:0;
            Data[3] <= r_data[3]>=4?1:0;
            Data[4] <= r_data[4]>=4?1:0;
            Data[5] <= r_data[5]>=4?1:0;
            Data[6] <= r_data[6]>=4?1:0;
            Data[7] <= r_data[7]>=4?1:0;
        end
    end
    else
        Data <= Data;    
end
always @(posedge sysclk or negedge rst) begin
    if (!rst) begin
        rx_done <= 0;
    end
    else if ((Baud_cnt_27==Baud_27-1)&&(cnt_16==159)) begin 
        rx_done <= 1;
    end
    else
        rx_done <= 0;
end
endmodule
$ cat ./constraint.sdc
current_design recieve

set clk_period 6.4
set clk_io_pct 0.2

create_clock -name clk0 -period $clk_period [get_ports {sysclk}]

set non_clock_inputs [all_inputs -no_clocks]
set_input_delay [expr $clk_period * $clk_io_pct] -clock clk0 $non_clock_inputs
set_output_delay [expr $clk_period * $clk_io_pct] -clock clk0 [all_outputs]
==> qor.tcl <==
set qor(core_area_um2) 10500
set qor(transition_time_of_the_tightest_slew_check_pin_ns) 0.807
set qor(ys_area_um2) 3300
set qor(finish.cell_count_without_fillers) 486
set qor(die-area_um2) 11400
set qor(postSynth.topFlopCell) {sky130_fd_sc_hd__dfrtp_1}
set qor(die_y_um) 107
set qor(yosys.area.top_type) {sky130_fd_sc_hd__dfrtp_1}
set qor(ctsLongestPathBuffers) 2
set qor(data_required_time_of_the_critical_path_ns) 6.63
set qor(synth.yosys.seq_area_share_pct) 43.7
set qor(total_leakage_power_nw) 1.72
set qor(simple_gate_area_share_pct) 22.9
set qor(ys_cells) 331
set qor(clk_pin_slew_worst_paths_ns) 0.07
set qor(critical_path.top_delay_family) {simple AND/OR/NAND/NOR gates}
set qor(synth-adder-area-share_pct) 9.09
set qor(tritoncts_clock_tree) {built}
set qor(crit_path_category) {flip-flop to flip-flop}
set qor(comb_area_um2) 1690
set qor(io_buffers) 14
set qor(netlist_area_um2) 3300
set qor(setup-violations-final) 0
set qor(layout_min_cycle_time_ns) 3.56
set qor(timing.critical_path.from_type) {flip-flop}
set qor(worst-endpoint-arrival_ns) 3.79
set qor(p_per_area_nw_per_um2) 257
set qor(n_fill_cell) 1010
set qor(syn2layout_area_growth_pct) 13.0
set qor(post_cts_resized) 0
set qor(first_iter_violations) 126
set qor(synthAoiAreaFrac_pct) 10.3
set qor(hold_depth) 0
set qor(report.power.total_mw) 0.959
set qor(cts_made_buffers) 9
set qor(finalCritPeriodShare_pct) 55.6
set qor(critical_path.reg2reg.endpoint) {cnt_16[7]$_DFFE_PN0P_}
set qor(synth_warnings) 2
set qor(ys_sh_mux_pct) 4.28
set qor(number_of_enable_type_register_cells_in_the_synthesized_netlist) 0
set qor(max-vdd-ir-drop_uv) 92.1
set qor(synth-seq-cells) 58
set qor(r2r_cells) 9
set qor(gpl.final_weighted_congestion) 0.855
set qor(drive_above_1_share_pct) 11.4
set qor(num_rows) 37
set qor(worst_path_max_delay_cell) {sky130_fd_sc_hd__and3_1}
set qor(grt_pass1_wl_um) 11100
set qor(crit_top_cell) {sky130_fd_sc_hd__ha_1}
set qor(via_count) 2418
set qor(grt_setup_unrepaired) {no}
set qor(place.detailed.hpwl_um) 4190
set qor(outcome) {finished, final reports clean}
set qor(worst-r2r-setup-slack_ns) 2.84
set qor(vias_per_cell) 4.98
set qor(fmaxAchievable_ghz) 0.281
set qor(regToRegStartpoint) {Baud_27[3]$_DFF_PN1_}
set qor(flop_area_um2) 1440
set qor(timing_max_transition_violations_final) 0
set qor(post_synth_most_frequent_cells) {sky130_fd_sc_hd__dfrtp_1 (54), sky130_fd_sc_hd__inv_1 (25), sky130_fd_sc_hd__nand3_1 (25), sky130_fd_sc_hd__ha_1 (24), sky130_fd_sc_hd__nor2_1 (19)}
set qor(clock_skew_ns) 0.0125
set qor(totalNegativeSetupSlack_ns) 0
set qor(die-width_um) 107
set qor(cp.buffers_inverters) 1
set qor(ys_types) 55
set qor(floorplan.core_util_pct) 31.4
set qor(warnings) 29
set qor(cts_root_buffer) {sky130_fd_sc_hd__clkbuf_8}
set qor(top_logic_kind) {simple AND/OR/NAND/NOR gates}
set qor(synth.area.top_cells) {sky130_fd_sc_hd__dfrtp_1 (41%), sky130_fd_sc_hd__ha_1 (9.1%), sky130_fd_sc_hd__nand3_1 (3.8%)}
set qor(htreeDepth) 3
set qor(slew_headroom_pct) 46.2
set qor(path_max_fanout) 23
set qor(antenna_violations_before_repair) 0
set qor(maxCapViolations) 0
set qor(first_global_vias) 2396
set qor(drcViolationCount) 0
set qor(worst_hold_startpoint) {uart_rx_buf[0]$_DFF_P_}
set qor(detailedRoute.firstPassIterationCount) 4
set qor(route.antenna.diode_count) 0
set qor(netlist_instances) 331
set qor(groute.usage.overall_pct) 12.1
set qor(holdPathEnd) {uart_rx_buf[1]$_DFF_P_}
set qor(synth.top_cell.area_share_pct) 40.9
set qor(grt-ovfl-total) 0
set qor(synthesis.area_per_instance_um2) 9.98
set qor(cts_setup_buffers) 0
set qor(io_pins) 15
set qor(clkLatencyLatePin_ns) 0.34
set qor(synthXorXnorAreaFrac_pct) 4.51
set qor(worst-path-stages) 9
set qor(drt_antenna_net_count) 0
set qor(yosys.cell_count.top_type) {sky130_fd_sc_hd__dfrtp_1}
set qor(post_drt_wl_per_cell_um) 12.9
set qor(wire_length_reported_by_the_detailed_router_um) 6250
set qor(clock_sinks) 58
set qor(synth-async-reset-ratio_pct) 96.6
set qor(crit_path_end_kind) {flip-flop}
set qor(final-hold-violation-count) 0
set qor(crit_chain) {inv_1 > ha_1 > ha_1 > xor2_1 > nand3_1 > nor4_2 > and3_1 > nand2_1 > a32o_1}
set qor(slowest_delay_ns) 0.81
set qor(hold_ws_ns) 0.360
set qor(grt_max_degree) 57
set qor(post_cts_hold_buffer_count) 0
set qor(place.detailed.instances) 470
set qor(hold_path_class) {flip-flop to flip-flop}
-- registers in the layout, summed over array words and instances (netlist names) --
name	count
Baud_27	4
r_data	24
rx_done	1
cnt_16	8
En_rx	1
Baud_cnt_27	10
Data	8
uart_rx_buf	2
-- placed cells by master, fill, tap and decap left out, types with 2 or more instances in the layout --
cell / synthesis / final
sky130_fd_sc_hd__nor2b_1: 6 / 6
sky130_fd_sc_hd__nor3b_1: 8 / 8
sky130_fd_sc_hd__clkinv_2: 0 / 2
sky130_fd_sc_hd__clkdlybuf4s50_1: 0 / 13
sky130_fd_sc_hd__nor3_1: 2 / 2
sky130_fd_sc_hd__dfstp_2: 2 / 2
sky130_fd_sc_hd__xnor2_1: 7 / 7
sky130_fd_sc_hd__mux2_2: 9 / 9
sky130_fd_sc_hd__o21ai_0: 10 / 10
sky130_fd_sc_hd__o22ai_1: 2 / 2
sky130_fd_sc_hd__o21ai_1: 11 / 11
sky130_fd_sc_hd__a32o_1: 3 / 3
sky130_fd_sc_hd__a311o_1: 2 / 2
sky130_fd_sc_hd__nand4_1: 18 / 18
sky130_fd_sc_hd__or3_1: 3 / 3
sky130_fd_sc_hd__ha_1: 24 / 24
sky130_fd_sc_hd__buf_4: 2 / 3
sky130_fd_sc_hd__and3_1: 13 / 13
sky130_fd_sc_hd__o211ai_1: 2 / 2
sky130_fd_sc_hd__inv_1: 25 / 25
sky130_fd_sc_hd__dfrtp_1: 54 / 54
sky130_fd_sc_hd__nand2_1: 17 / 17
sky130_fd_sc_hd__a31o_1: 2 / 2
sky130_fd_sc_hd__nand2b_1: 9 / 9
sky130_fd_sc_hd__xor2_1: 10 / 10
sky130_fd_sc_hd__nand3_1: 25 / 25
sky130_fd_sc_hd__dfxtp_1: 2 / 2
sky130_fd_sc_hd__clkbuf_8: 0 / 11
sky130_fd_sc_hd__mux2i_1: 4 / 4
sky130_fd_sc_hd__nor2_1: 19 / 19
sky130_fd_sc_hd__a21oi_1: 4 / 4
-- per-layer routing --
metal	GRT usage, %	wire length (µm)
met4	1.96	110
met2	19.4	2830
met1	18.1	3180
met5	0	0
met3	1.86	129
-- report_power, final --
part | internal [mW] | switching, mW
registers | 0.399 | 0.0574
logic | 0.0870 | 0.108
clock network | 0.161 | 0.147
-- kinds of logic after synthesis --
| kind of cell | Yosys count |
|---|---|
| xor gates and xnor gates | 17 |
| buffers and inverters | 39 |
| AOI/OAI and AO/OA | 47 |
| and+or+nand+nor | 133 |
| DFF | 58 |
| adders and majority gates | 24 |
| muxes | 13 |
-- worst register-to-register path: stages (launching register included) --
cell,delay (ns)
sky130_fd_sc_hd__dfstp_2,0.61
sky130_fd_sc_hd__inv_1,0.10
sky130_fd_sc_hd__ha_1,0.24
sky130_fd_sc_hd__ha_1,0.29
sky130_fd_sc_hd__xor2_1,0.15
sky130_fd_sc_hd__nand3_1,0.10
sky130_fd_sc_hd__nor4_2,0.65
sky130_fd_sc_hd__and3_1,0.81
sky130_fd_sc_hd__nand2_1,0.21
sky130_fd_sc_hd__a32o_1,0.30
-- layout make-up --
class / instances / share of cell area [%]
inverters: 25 / 2.51
repair buffers: 17 / 4.22
clock inverters: 4 / 0.704
flip-flops and latches: 58 / 38.7
clock buffers: 12 / 4.16
well taps: 136 / 4.56
multi-input cells: 234 / 45.2
-- metrics by stage --
| stage | setup WS [ns] | area, µm² | util, % |
|---|---|---|---|
| 6_report | 2.84 | 3730 | 35.5 |
| 5_1_grt | 2.58 | 3730 | 35.5 |
| 4_1_cts | 2.91 | 3730 | 35.5 |
| 3_5_place_dp | 2.93 | 3550 | 33.8 |
| 3_3_place_gp | 3.02 | 3550 | 33.8 |
| 2_1_floorplan | 3.51 | 3300 | - |
-- how the worst max path moves through the flow --
stage                              endpoint                 start
final                 cnt_16[7]$_DFFE_PN0P_  Baud_27[3]$_DFF_PN1_
after global routing  cnt_16[7]$_DFFE_PN0P_  Baud_27[3]$_DFF_PN1_
after CTS             cnt_16[7]$_DFFE_PN0P_  Baud_27[3]$_DFF_PN1_
